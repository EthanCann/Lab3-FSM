--- ./run.sh ---
#!/bin/bash
# OpenROAD 26Q1-2900-gdf79404cd8, Yosys 0.63+post, stock flow scripts
make -C /OpenROAD-flow-scripts/flow DESIGN_CONFIG=/design/flow/config.mk WORK_HOME=/design/flow/orfs finish
--- ./design.v ---
module lfsr_7 (
    input   logic       clk,
    input   logic       rst,
    input   logic       en,
    output  logic [6:0] data_out
);
logic [6:0] sreg;
always_ff @ (posedge clk, posedge rst)
    if (rst)
        sreg <= 7'b1;
    else if(en)
        sreg <= {sreg[5:0], sreg[6] ^ sreg[2]};   
assign data_out = sreg;
endmodule
--- ./config.mk ---
export PLATFORM = sky130hd
export DESIGN_NAME = lfsr_7
export DESIGN_NICKNAME = lfsr_7
export VERILOG_FILES = /design/flow/design.v
export SDC_FILE = /design/flow/constraint.sdc
export NUM_CORES = 4
export LEC_CHECK = 1
export CORE_AREA = 10 10 70 70
export DIE_AREA = 0 0 80 80
--- ./constraint.sdc ---
current_design lfsr_7

set clk_period 1.0
set clk_io_pct 0.2

create_clock -name clk0 -period $clk_period [get_ports {clk}]

set non_clock_inputs [all_inputs -no_clocks]
set_input_delay [expr $clk_period * $clk_io_pct] -clock clk0 $non_clock_inputs
set_output_delay [expr $clk_period * $clk_io_pct] -clock clk0 [all_outputs]
==> notes.md <==
Status on the layout run. The run finished, with violations left. The final reports fail on setup timing. The detailed placer reported the number of placed instances as 80.

Setup repair after global routing could not meet its margin everywhere. Sum of routed wire length over all layers landed at 665 µm. The worst setup path is captured at a primary output.

The most critical setup path has its endpoint at data_out[0]. Synthesized netlist cell count landed at 18. The library cells used most frequently in the layout, excluding fill and tap cells, are buf_2, buf_4, mux2_4, dfrtp_1, clkbuf_4. Initial core utilization landed at 0.0875. Insertion delay of the later-clocked pin in the worst-skew pair landed at 0.25 ns. Counting the buffers created by CTS gives 3. Worst IR drop on VDD landed at slightly below 1000 µV. Per the CTS log, the root buffer master is clkbuf_4. The power report puts the leakage power at 0.000233 µW. At the pin with the least slew margin, the transition time is approximately 0.26 ns.

Height of the die landed at approximately 80 µm. Endpoint arrival time on the critical path landed at 0.86 ns. Width of the die landed at roughly 80 µm. Ranked by total cell area, the synthesized netlist is headed by dfrtp_1, mux2_4, dfstp_2. The largest individual stage delay along the critical path comes from the cell dfstp_2. Tally of yosys warning messages landed at 1.

Number of flip-flops under the largest register name landed at 7. Minimum setup slack in the final design landed at -0.0610 ns. Starting DRC count in detailed routing landed at 2. Total iterations of the first detailed-routing run landed at 2. The STA report counts the stages on the worst setup path as 1. Worst relative slew slack landed at 0.828. Per the timing report, the most critical flop-to-flop path finishes at sreg[2]$_DFFE_PP0P_.

Antenna diode count landed at 0. Part of the Yosys area used for sequential elements landed at 0.590. Post-detailed-route via-to-cell ratio landed at about 2.4. Number of cells in the yosys synthesis report landed at 18.

The congestion estimate from routability-driven global placement came to 0.751. Across the run, the number of max-cap violations was 0. Area share of the largest cell type after synthesis landed at 0.502. Area of all placed cells without fillers landed at 493 µm². Number of cells on the worst reg-to-reg path landed at 2. The placed instances occupy a cell area of 495 µm². The finished layout holds 84 standard cells, fillers aside. Fraction of final layout cells with drive strength greater than 1 landed at 0.658. According to the floorplan log, the row count is 21. During I/O placement, the number of pins put on the boundary was 10. The signal on the critical path passes through buf_2. Global routing finished with a remaining overflow of 0. Half-perimeter wire length of the detailed placement result landed at just over 500 µm. Clock sink count landed at 7. The number of antenna violations at the first check in global routing is 0. Based on the critical path, the design can be clocked at up to 943 MHz. Across all register-to-register paths, the minimum setup slack is 0.11 ns. Final worst clock skew landed at between 0.003 and 0.004 ns.

Detail-routed net length per standard cell landed at 7.92 µm. Counting both buffers and inverters, the worst setup path holds a total of 1. Maximum net fanout on the critical path landed at 2. Delay contributed by the slowest stage of the critical path landed at 0.52 ns.

Count of state elements after synthesis landed at 7. First-pass GRT wire length landed at ~1100 µm. The worst setup path is launched from a flop. Among cell families on the critical path, the largest total delay comes from flip-flops.

Across every metal layer, demand over resource in global routing totals 0.0223. For the worst reg-to-reg path, the startpoint reported by OpenROAD is sreg[2]$_DFFE_PP0P_. Number of different library cells in the post-synthesis netlist landed at 8. Chip area from the yosys synthesis statistics landed at ~300 µm². The total area inside the core boundary comes to 3420 µm². Clock transition at the registers of the reported paths landed at 0.05 ns. Data required time of the critical path landed at 0.80 ns. Worst-case clock buffer depth landed at 2.

Total number of warnings across the stage logs landed at 27. In the finished design, the share of the clock period the worst path needs comes to 1.06. TritonCTS built the clock tree. The launch point of the critical path was reported as sreg[0]$_DFFE_PP1P_. The final report lists the setup-violating endpoint count as 1. Power density over cell area landed at 2860 nW/µm². During placement, the flow inserted port buffers numbering 9. Per the run report, area growth between synthesis and finish was 64.9%.

The most critical min-delay path falls under input port to asynchronous set/reset pin. In this run the full chip footprint comes out at about 6400 µm². Number of nets with antenna violations after detailed routing landed at 0. Total number of vias landed at 201. CTS built an H-tree with a depth of 1. Minimum period implied by the final worst setup slack landed at approximately 1.1 ns. Number of failing hold endpoints at the final stage landed at 0. Total DRC errors in the routed layout landed at 0. The via count of the first global-routing pass is 239. The registers reported with the highest flop counts are sreg (7). After clock tree synthesis, the flow added hold-fix buffers numbering 0.

Max-slew check failures listed in the final report amount to 0. Entering global routing, the biggest net connects 9 pins. Sorting the Yosys area breakdown by cell type puts at the top dfrtp_1. After synthesis, the mean cell area works out to 16.6 µm². Total chip power landed at 1410 µW.

Post-synth design cell area landed at approximately 300 µm². Ranked by flip-flop count, first place goes to sreg. Looking at the setup timing report, the critical path kind is flop to primary output.
==> through the flow <==
step / setup TNS, ns / setup WS [ns] / util / hold WS, ns
3_3_place_gp: -1.83 / -0.260 / 0.145 / 0.438
5_1_grt: -0.107 / -0.107 / 0.144 / 0.193
2_1_floorplan: 0 / 0.241 / - / 0.00267
4_1_cts: -0.0820 / -0.0820 / 0.145 / 0.171
6_report: -0.0610 / -0.0610 / 0.144 / 0.168
3_5_place_dp: -1.86 / -0.262 / 0.145 / 0.446
==> layer usage <==
layer  global-route usage  vias up  share of wire  wire, µm
met5                    0        -              0         0
met2               0.0345        8           0.49       324
li1                     -       99              -         -
met4              0.00880        0          0.014         9
met3               0.0114        2          0.072        48
met1               0.0256       92           0.42       282
==> kinds of logic after synthesis <==
| kind of cell | count (synthesis) | share of synthesized area |
|---|---|---|
| multiplexers | 6 | 0.301 |
| AND/OR/NAND/NOR | 1 | 0.0125 |
| flip-flops | 7 | 0.590 |
| XOR/XNOR | 1 | 0.0293 |
| buffers and inverters | 2 | 0.0502 |
| AND-OR/OR-AND | 1 | 0.0167 |
==> report_power, final <==
group          internal [µW]  switching, µW  leakage [µW]  total [µW]
registers                438           61.6     0.0000774         500
clock network            152            106     0.0000150         258
logic                    461            190      0.000141         651
==> cell type report <==
| type | count | area [µm²] |
|---|---|---|
| Fill cell | 406 | 2920 |
| Sequential cell | 7 | 176 |
| Timing Repair Buffer | 17 | 121 |
| Multi-Input combinational cell | 9 | 108 |
| Tap cell | 46 | 57.6 |
| Clock buffer | 4 | 26.3 |
| Inverter | 1 | 3.75 |
==> how the worst min path moves through the flow <==
stage | startpoint | end | slack [ns] | cells past startpoint
finish | rst | sreg[6]$_DFFE_PP0P_ | 0.17 | 2
global route | rst | sreg[2]$_DFFE_PP0P_ | 0.19 | 2
CTS | rst | sreg[2]$_DFFE_PP0P_ | 0.17 | 2
==> timing repair <==
action,in CTS,in global routing
resized,21,2
endpoints found under the setup margin,7,7
pin swaps,0,0
setup buffers,1,0
gates cloned,0,0
==> Yosys cell counts (all sizes together) <==
library cell,count
buf,1
inv,1
a21oi,1
xnor2,1
dfstp,1
nor2,1
mux2,6
dfrtp,6
No activity file was given, so power comes from the tool's default toggle rates.
