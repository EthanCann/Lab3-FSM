$ cat flow/design.v
module delay #(
    parameter WIDTH = 10     
)(
    input   logic               clk,         
    input   logic               rst,         
    input   logic               trigger,     
    input   logic [WIDTH-1:0]   n,           
    output  logic               time_out     
);
    logic [WIDTH-1:0]   count = {WIDTH{1'b0}};             
    typedef enum {IDLE, COUNTING, TIME_OUT, WAIT_LOW}  my_state;
    my_state current_state, next_state;
    always_ff @(posedge clk)
        if (rst | trigger | count=={WIDTH{1'b0}}) count <= n - 1'b1;
        else                                count <= count - 1'b1;
    always_ff @(posedge clk)
        if (rst)    current_state <= IDLE;
        else        current_state <= next_state; 
    always_comb
        case (current_state)
            IDLE:       if (trigger==1'b1)  next_state = COUNTING;
                        else    next_state = current_state;
            COUNTING:   if (count=={WIDTH{1'b0}}) next_state = TIME_OUT;
                        else    next_state = current_state;
            TIME_OUT:   if (trigger==1'b1)  next_state = WAIT_LOW;
                        else    next_state = IDLE;
            WAIT_LOW:   if (trigger==1'b0)  next_state = IDLE;
                        else    next_state = current_state;
            default: next_state = IDLE;
        endcase
    always_comb
        case (current_state)
            IDLE:       time_out = 1'b0;
            COUNTING:   time_out = 1'b0;
            TIME_OUT:   time_out = 1'b1;
            WAIT_LOW:   time_out = 1'b0;
            default:    time_out = 1'b0;
        endcase
endmodule
$ cat flow/run.sh
#!/bin/bash
# OpenROAD 26Q1-2900-gdf79404cd8, Yosys 0.63+post, stock flow scripts
make -C /OpenROAD-flow-scripts/flow DESIGN_CONFIG=/design/flow/config.mk WORK_HOME=/design/flow/orfs finish
$ cat flow/config.mk
export PLATFORM = sky130hd
export DESIGN_NAME = delay
export DESIGN_NICKNAME = delay
export VERILOG_FILES = /design/flow/design.v
export SDC_FILE = /design/flow/constraint.sdc
export NUM_CORES = 4
export LEC_CHECK = 1
export CORE_AREA = 10 10 77 77
export DIE_AREA = 0 0 87 87
$ cat flow/constraint.sdc
current_design delay

set clk_period 4.2
set clk_io_pct 0.2

create_clock -name clk0 -period $clk_period [get_ports {clk}]

set non_clock_inputs [all_inputs -no_clocks]
set_input_delay [expr $clk_period * $clk_io_pct] -clock clk0 $non_clock_inputs
set_output_delay [expr $clk_period * $clk_io_pct] -clock clk0 [all_outputs]
==> run summary <==
Latest figures from synthesis and place and route.

The run finished with clean final reports. The initial antenna violation count is 0. Per the timing report, the achievable frequency comes out to between 300 and 400 MHz.

The clock period minus worst slack is roughly 3.2 ns. In this run the horizontal extent of the chip is between 80 and 90 um. The via density per instance is ~4.8.

The cell count after synthesis came out at between 80 and 90. For this design the static power due to leakage is ~0.37 nW. The worst min-delay path category is reg -> reg. The overall power after layout is ~330 uW. Counting the fill cells in the layout gives 451. The total power density per cell area is ~320 nW/um^2.

Total global-route track usage over all layers is 0.0494. During I/O placement, the number of pins put on the boundary was 14. The worst setup path is captured at a flip-flop.

At the pin with the least slew margin, the transition time is 0.675 ns. The final weighted congestion of routability-driven global placement is 0.901. As reported, the later end of the worst-skew pair has a clock insertion delay of around 0.24 ns. The proportion of register bits with asynchronous set or reset after synthesis is 0. Across all stage logs, warnings added up to 25.

The hold buffer count at cts is 0. Looking at the clock tree report, the H-tree level count equals 1. The run reported a max-capacitance violation count of 0. The share of the Yosys chip area taken by registers is 0.349.

The worst setup path is of the in -> reg kind. The floorplan core density is 0.184. The chip footprint is about 7600 um^2. Warnings reported by Yosys during synthesis add up to 1.

Per the OpenROAD floorplan log, the area of the core is around 4400 um^2. The CTS sink count is 14. The total number of vias is 733. The iteration count of the initial detailed-routing pass is 4. Per the TritonCTS log, the buffer count is 3. From synthesis to final layout, the design area changed by 28.8%. The final tally of max-slew violations is 0. The minimum hold slack is between 0.4 and 0.5 ns.

The number of diodes is 0. The script parses the final routing iteration and logs DRC violations as 0. Entering global routing, the biggest net connects 15 pins. The via count of the first global-routing pass came to 661. The post-synthesis sequential element count is 14. STA classifies the critical path startpoint as a primary input. In this run the worst path has a maximum fanout of 14.

In the final timing run, aggregate negative setup slack is 0 ns. TritonCTS built the clock tree. In the layout the commonest cells are sky130_fd_sc_hd__dfxtp_1, sky130_fd_sc_hd__clkdlybuf4s50_1, sky130_fd_sc_hd__nor2_1. The count of flip-flops with a built-in enable after synthesis is 0. The commonest register cell is sky130_fd_sc_hd__dfxtp_1. The share of the cycle needed by the critical path after routing is 0.772. The clock tree skew after final layout is ~0.0024 ns. The critical path required time is about 4.3 ns. The clock slew at the register clock pins of the worst setup and hold paths is 0.05 ns.

The number of cells in the yosys synthesis report is 87. A synthesized cell averages 9.23 um^2. The floorplan has 24 rows.

Summed over all nets, the half-perimeter wirelength after detailed placement is roughly 1.5 mm. In this run, distinct cell masters in the synthesized netlist total 31. For flop-to-flop paths, the worst setup slack is 1.34 ns. The buffer levels on the longest clock path is 2. The remaining max-slew budget at the tightest pin is 0.550.

At the worst endpoint, the arrival time is 3.37 ns. The total cell area reported by yosys after synthesis is 803 um^2. The height of the die is between 80 and 90 um. The number of gates resized after cts is 0.

The count of buffers added on input and output ports is 13. The share of the core filled with cells in the final layout is 0.238. The number of failing setup endpoints in the final timing report is 0.

The layout cell share with drive strength beyond 1 is 0.0784. Post-CTS timing repair inserted 0 buffers for setup. The cell sitting at the root of the clock tree is a sky130_fd_sc_hd__clkbuf_8. The first-pass GRT wire length is 3.08 mm. Setup repair after global routing left no endpoint under its margin. VDD sags by at most 0.000106 V. Summing every instance area after synthesis gives roughly 800 um^2. The total congestion overflow after global routing is 0. The average detailed-routed wire length per instance is about 12 um. The routed wire length is ~1.9 mm.

The most common library cell in the layout ignoring fill and taps is sky130_fd_sc_hd__dfxtp_1. The final hold violation count is 0. The first routing iteration left roughly 84 violations.

The remaining number of nets flagged by the antenna check after routing is 0.
## stage by stage
stage | std cells | worst slack [ns] | area [um^2]
global placement | 151 | 0.874 | 993
detailed placement | 151 | 0.719 | 993
CTS | 154 | 0.959 | 1030
finish | 154 | 0.957 | 1030
global route | 154 | 0.798 | 1030
floorplan | 87 | 1.49 | 803
## cell families (layout without fill, tap and decap cells)
family | after synthesis | after routing | synth area share
AOI/OAI and AO/OA | 17 | 17 | 0.185
buffers and inverters | 4 | 19 | 0.0202
muxes | 8 | 8 | 0.101
and+or+nand+nor | 36 | 36 | 0.252
DFF | 14 | 14 | 0.349
xor gates and xnor gates | 7 | 7 | 0.0763
adders and majority gates | 1 | 1 | 0.0156
## flip-flops by register name, indices dropped and copies added, names as in the netlist
name,count
count,10
current_state,4
## metal layers
layer  track usage  share of wire  wire, um
met3        0.0245           0.13       241
met1        0.0669           0.43       818
met5             0              0         0
met4       0.00295         0.0074        14
met2        0.0726           0.43       816
## report_power, final
group	switching, mW	leakage, nW	internal, mW
clock	0.0429	0.0216	0.0633
sequential	0.0152	0.117	0.147
combinational	0.0325	0.231	0.0336
## synth_stat cells, types with 3 or more instances
cell type                  instances  area (um^2)
sky130_fd_sc_hd__dfxtp_1          14          280
sky130_fd_sc_hd__inv_1             3         11.3
sky130_fd_sc_hd__mux2i_1           7         70.1
sky130_fd_sc_hd__nor2_1           10         37.5
sky130_fd_sc_hd__nor3_1            6         30.0
sky130_fd_sc_hd__nor3b_1           5         37.5
sky130_fd_sc_hd__nor4_1            4         25.0
sky130_fd_sc_hd__o311ai_0          4         35.0
sky130_fd_sc_hd__xnor2_1           5         43.8
## final cells by class
type | count | area, um^2 | area share
Clock buffer | 3 | 41.3 | 0.0399
Inverter | 3 | 11.3 | 0.0109
Multi-Input combinational cell | 69 | 507 | 0.490
Sequential cell | 14 | 280 | 0.271
Tap cell | 52 | 65.1 | 0.0629
Timing Repair Buffer | 13 | 130 | 0.126
## critical path, stage by stage
cell	delay (ns)
sky130_fd_sc_hd__clkdlybuf4s50_1	0.50
sky130_fd_sc_hd__nor2_1	0.54
sky130_fd_sc_hd__o31ai_4	0.33
sky130_fd_sc_hd__mux2i_1	0.26
sky130_fd_sc_hd__ha_1	0.27
sky130_fd_sc_hd__o311ai_0	0.20
sky130_fd_sc_hd__xnor2_1	0.16
sky130_fd_sc_hd__mux2_2	0.27
## final timing paths
path | startpoint | endpoint | cells after the start
setup / recovery | rst | count[6] | 8
hold / removal | current_state[2] | current_state[1] | 1
setup reg to reg | count[9] | count[6] | 7
hold reg to reg | current_state[2] | current_state[1] | 1
Power figures rest on the tool's default switching activity, not on a simulated workload.
